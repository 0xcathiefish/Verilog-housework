**flow/config.mk**
```make
export PLATFORM = sky130hd
export DESIGN_NAME = drink
export DESIGN_NICKNAME = drink
export VERILOG_FILES = /design/flow/design.v
export SDC_FILE = /design/flow/constraint.sdc
export NUM_CORES = 4
export LEC_CHECK = 1
export CORE_AREA = 10 10 70 70
export DIE_AREA = 0 0 80 80
```
**flow/run.sh**
```bash
#!/bin/bash
# OpenROAD 26Q1-2900-gdf79404cd8, Yosys 0.63+post, stock flow scripts
make -C /OpenROAD-flow-scripts/flow DESIGN_CONFIG=/design/flow/config.mk WORK_HOME=/design/flow/orfs finish
```
**flow/constraint.sdc**
```tcl
current_design drink

set clk_period 1.1
set clk_io_pct 0.2

create_clock -name clk0 -period $clk_period [get_ports {clk}]

set non_clock_inputs [all_inputs -no_clocks]
set_input_delay [expr $clk_period * $clk_io_pct] -clock clk0 $non_clock_inputs
set_output_delay [expr $clk_period * $clk_io_pct] -clock clk0 [all_outputs]
```
**flow/design.v**
```verilog
module drink(
    input  wire clk,reset,ena,
    input  wire [1:0] half_dollar,one_dollar,
    output reg  half_out,collect,
    output reg  [1:0] dispense,
    output wire [1:0]  state,
    output wire [7:0]  money
);
localparam state_not_enough  = 2'b00;
localparam state_just_enough = 2'b01;
localparam state_need_charge = 2'b10;
initial begin
    half_out = 0;
    dispense = 0;
    collect  = 0;
end
function [1:0] state_caculate;
    input [7:0] din;
    begin
        if      (din < 25) state_caculate = state_not_enough;
        else if (din ==25) state_caculate = state_just_enough;
        else if (din > 25) state_caculate = state_need_charge; 
    end
endfunction
assign state  = state_caculate(money);
assign money  = 'd10 * one_dollar[0] + 'd20 * one_dollar[1] + 'd5 * half_dollar[0] + 'd10 * half_dollar[1];
always @ (posedge clk) begin
    if(ena == 1) begin
        if(reset == 1) begin
            half_out = 0;
            collect  = 0;
        end
        else begin 
            case (state)
                state_not_enough: begin
                    dispense <= 1'b0;
                    collect  <= 1'b0;
                    half_out <= 1'b0;                
                end 
                state_just_enough: begin
                    dispense <= dispense + 'b1;
                    collect  <= 1'b1;
                    half_out <= 1'b0;      
                end
                state_need_charge: begin
                    dispense <= dispense + 'b1;
                    collect  <= 1'b1;
                    half_out <= 1'b1;  
                end
                default: begin
                    dispense <= 1'b0;
                    collect  <= 1'b0;
                    half_out <= 1'b0;  
                end
            endcase
        end
    end
end
endmodule
```
==> run summary <==
Results of an implementation run.

The flow ran to the end, but the final reports show violations. The final reports fail on negative setup slack. The floorplan step set the die height to 80 um.

The unique cell type count in the Yosys netlist is 14. In the synthesis report, Yosys lists the chip area as 336.6 um2. The biggest area consumer among synthesized cells is sky130_fd_sc_hd__edfxtp_1. The maximum buffer depth of the clock tree is 2. For this sky-water flow run, the detailed-routed wirelength per cell is reported as 9.610 um. The post-synth count of flops with an enable pin is 4. From synthesis to final layout, the design area changed by 155.4%. The area fraction of the largest cell type after synthesis is 35.69%. The clock edge transition at the registers on the reported setup and hold paths is 0.04 ns.

The worst setup path is launched from a primary input. The data required time of the critical path is 0.88 ns. The delay contributed by the slowest stage of the critical path is 0.60 ns.

STA classifies the critical path endpoint as a primary output. Note, the detailed placer reported a final HPWL of 953.2 um. The total die area is 0.006400 mm2.

Entering global routing, the biggest net connects 5 pins. The CTS H-tree depth is 1. The stage logs contain a warning count of 28.

The class of the tightest hold or removal check is in -> reg. Dividing the synthesized area by the synthesized cell count gives 10.86 um2. The global-route wire length before repair is 1.897 mm. The number of buffers inserted during clock tree synthesis is 3. The total routing resource utilization after global routing is 3.612%. The overall routed net length is 1.134 mm.

The number of buffers added on ports is 18. The post-synthesis share of cell area spent on xor and xnor gates is 2.602%. The number of instances in the synthesized netlist is 31. CTS placed an instance of sky130_fd_sc_hd__clkbuf_4 at the clock tree root.

The DRC violation total left in the routed layout is recorded as 0. The dominant register cell in the synthesized netlist is sky130_fd_sc_hd__edfxtp_1. The initial detailed-routing violation count is 9. Max-cap violations in this run came to 0. The simple-gate share of the synthesized area is 7.435%. The total iterations of the first detailed-routing run is 2. The floorplan step set the die width to 80 um. The fmax is 0.4367 GHz. The number of failing hold endpoints at the final stage is 0. Counting the warning lines in the Yosys log gives 1. Setup repair after global routing could not meet its margin everywhere. The initial antenna violation count is 0. The share of final-layout standard cells stronger than drive strength 1 is 69.44%. Per the placement report, the placed cell count is 109. The area of the placeable core is 0.003416 mm2. The share of synthesized cell area in and-or and or-and compound cells is 13.01%. The data arrival time of the worst path is 2.07 ns.

The critical path depth is 10. The report puts the cell count of the worst reg-to-reg path at 3. The cell area that synthesis handed to floorplanning was 336.6 um2. The highest net fanout along the worst path is 4.

The adder and majority cell fraction of the synthesized area is 26.77%. The worst hold slack across all endpoints is 0.5238 ns. The standard-cell row count is 21. The global route stage reports its total congestion overflow as 0.

Leaving out filler cells and counting taps, the final layout contains 118. Together, buffers and inverters on the worst path number 4. The commonest cells after synthesis are sky130_fd_sc_hd__inv_1 (6), sky130_fd_sc_hd__a21oi_1 (4), sky130_fd_sc_hd__edfxtp_1 (4), sky130_fd_sc_hd__ha_1 (4), sky130_fd_sc_hd__buf_4 (3). The final clock skew is 0.00001553 ns. Overall power consumption after layout is estimated at 0.8132 mW. The part of the cycle the worst path needs is 208.2%. Listed in order, past its start point the critical path passes buf_8 > ha_4 > inv_2 > fa_1 > inv_2 > ha_4 > fa_2 > o211ai_1 > nand2_1 > buf_2. The main area contributors are sky130_fd_sc_hd__edfxtp_1 (36%), sky130_fd_sc_hd__ha_1 (15%), sky130_fd_sc_hd__fa_1 (12%). The post-synthesis async set-or-reset flop share is 0%. The total inserted antenna cells is 0. The most used standard cell by instance count after synthesis is sky130_fd_sc_hd__inv_1. Across all setup checks in the final design, the least slack found is -1.190 ns. The critical-path cell with the highest stage delay is sky130_fd_sc_hd__fa_2. The kind of cell with the highest combined delay along the critical path is adder cells. The number of placed I/O pins is 21. The maximum resistive drop on vdd is 0.2286 mV. The final max-slew violation count recorded for this run is 0. The cell count of the worst hold path is 4. The number of setup violations in the final report is 12. The critical path in this run is classified as in -> out. The number of nets still failing antenna checks after routing is 0.

The CTS tree is yes. The share of the Yosys chip area taken by registers is 35.69%. The synthesis stat section lists a flop and latch total of 4. The number of cells in Yosys stat is 31. The analysis attributes to cell leakage a power of 0.3722 nW. The number of global-route vias before repair came to 419. The portion of synthesized area spent on multiplexers is 0%. The number of clock sinks came to 4. The floorplan step records an initial core utilization of 9.853%.

The number of vias after detailed routing is 371. Counting I/O delays and the setup requirement, the final critical path takes 2.290 ns. The biggest combinational cell group after synthesis is adder cells. The global placer's final weighted congestion is 0.7438. In this run the power density over the cells is 946.0 mW/mm2.

The clock latency of the later-clocked register in the worst-skew pair is 0.23 ns. The via density per instance is 3.144.
-- area by class of cell --
| cell class | instances | area (um2) |
|---|---|---|
| Clock buffer | 3 | 22.52 |
| Inverter | 6 | 25.02 |
| Fill cell | 356 | 2556 |
| Multi-Input combinational cell | 19 | 255.2 |
| Timing Repair Buffer | 40 | 379.1 |
| Tap cell | 46 | 57.56 |
| Sequential cell | 4 | 120.1 |
-- worst paths after layout --
kind | startpoint | end | slack, ns
worst max-delay path | half_dollar[0] | state[1] | -1.19
worst min-delay path | half_dollar[0] | collect | 0.52
worst max register to register | dispense[0] | dispense[1] | 0.10
worst min register to register | dispense[0] | dispense[0] | 0.66
-- power breakdown --
group / internal (mW) / leakage, nW / switching (mW)
Sequential: 0.188 / 0.0385 / 0.00415
Clock: 0.122 / 0.0138 / 0.0561
Combinational: 0.290 / 0.320 / 0.153
Total: 0.600 / 0.372 / 0.213
-- flip-flops by register name, summed over array words and instances (netlist names) --
name and count:
dispense 2, collect 1, half_out 1
-- placed cells by master, fill, tap and decap left out --
cell                               n
sky130_fd_sc_hd__inv_1             2
sky130_fd_sc_hd__fa_2              1
sky130_fd_sc_hd__conb_1            2
sky130_fd_sc_hd__fa_1              1
sky130_fd_sc_hd__edfxtp_1          4
sky130_fd_sc_hd__a21oi_2           3
sky130_fd_sc_hd__dlygate4sd2_1     2
sky130_fd_sc_hd__a21oi_1           1
sky130_fd_sc_hd__buf_6            15
sky130_fd_sc_hd__buf_4            13
sky130_fd_sc_hd__o311ai_4          1
sky130_fd_sc_hd__buf_8             2
sky130_fd_sc_hd__inv_2             3
sky130_fd_sc_hd__nand2_1           1
sky130_fd_sc_hd__clkbuf_4          3
sky130_fd_sc_hd__buf_2             3
sky130_fd_sc_hd__ha_4              4
sky130_fd_sc_hd__o211ai_1          1
sky130_fd_sc_hd__inv_4             1
sky130_fd_sc_hd__and3_1            1
sky130_fd_sc_hd__xnor2_1           1
sky130_fd_sc_hd__clkdlybuf4s50_1   3
sky130_fd_sc_hd__nor4b_2           1
sky130_fd_sc_hd__nor2b_1           1
sky130_fd_sc_hd__clkdlybuf4s15_1   2
-- worst min-delay path, stage by stage --
cell	delay, ns
sky130_fd_sc_hd__buf_8	0.08
sky130_fd_sc_hd__buf_4	0.12
sky130_fd_sc_hd__o311ai_4	0.11
sky130_fd_sc_hd__a21oi_2	0.12
-- layer usage --
metal / GRT usage [%] / part of all wire, %
met2: 6.340 / 55
met4: 0.7042 / 1.3
met3: 1.136 / 2.8
met1: 4.198 / 40
met5: 0 / 0
-- cells by family after synthesis --
logic type               count (synthesis)
buffers and inverters                    9
AND-OR/OR-AND                            6
adder cells (fa/ha/maj)                  6
AND/OR/NAND/NOR                          4
flip-flops                               4
XOR/XNOR                                 1
other                                    1
-- through the flow --
stage	cell area [um2]	TNS [ns]	util, %	setup WS, ns
floorplan	377.9	-7.037	-	-0.9179
global placement	713.2	-18.22	20.88	-2.074
detailed placement	713.2	-18.36	20.88	-2.084
CTS	843.3	-8.874	24.69	-1.212
global route	859.6	-9.458	25.16	-1.253
finish	859.6	-9.077	25.16	-1.190
-- repair_timing --
item / 4_1_cts / 5_1_grt
endpoints found under the setup margin: 16 / 14
pin swaps: 9 / 11
setup buffers: 5 / 2
hold buffers: 0 / 0
gates resized: 72 / 4
Power figures rest on the tool's default switching activity, not on a simulated workload.
