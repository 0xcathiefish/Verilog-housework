==> /design/flow/design.v <==
module counter(
  input I_rst_n,
  input I_clk,
  output reg [7:0] o_cnt,
  output reg o_cout
  );
  parameter PERIOD = 8'd27;
    always@(negedge I_rst_n,posedge I_clk)
    begin
        if(~I_rst_n)
        begin
            o_cout <= 1'b0;
            o_cnt  <= 8'd0;
        end
        else
        begin
            if(PERIOD == o_cnt)
            begin
                o_cnt  <= 8'd0;
                o_cout <= 1'b1;
            end
            else
            begin
              o_cnt <= o_cnt + 8'd1;
              o_cout <= 1'b0;
            end
        end
    end
endmodule
==> /design/flow/run.sh <==
#!/bin/bash
# OpenROAD 26Q1-2900-gdf79404cd8, Yosys 0.63+post, stock flow scripts
make -C /OpenROAD-flow-scripts/flow DESIGN_CONFIG=/design/flow/config.mk WORK_HOME=/design/flow/orfs finish
==> /design/flow/config.mk <==
export PLATFORM = sky130hd
export DESIGN_NAME = counter
export DESIGN_NICKNAME = counter
export VERILOG_FILES = /design/flow/design.v
export SDC_FILE = /design/flow/constraint.sdc
export NUM_CORES = 4
export LEC_CHECK = 1
export CORE_AREA = 10 10 70 70
export DIE_AREA = 0 0 80 80
==> /design/flow/constraint.sdc <==
current_design counter

set clk_period 1.7
set clk_io_pct 0.2

create_clock -name clk0 -period $clk_period [get_ports {I_clk}]

set non_clock_inputs [all_inputs -no_clocks]
set_input_delay [expr $clk_period * $clk_io_pct] -clock clk0 $non_clock_inputs
set_output_delay [expr $clk_period * $clk_io_pct] -clock clk0 [all_outputs]
==> results.toml <==
# physical design summary
[die]
ioPinCount = 11
initCoreUtil = 0.114
die_area_mm2 = 0.00640
fp.dieH_um = 80
rows = 21
core-area_mm2 = 0.00342
die_width_um = 80

[synth]
top_area_cell = "dfrtp_1"
yosysChipArea_um2 = 389
yosysTopAreaCellShare = 0.579
ys_ff = 9
yosysWarnings = 1
ys_seq_frac = 0.579
topCellsByArea = "dfrtp_1 (58%), xnor2_1 (4.5%), xor2_1 (4.5%), nor3_4 (4.2%), nor2_1 (3.9%)"
avgSynthCellArea_um2 = 11.8
synthDistinctLibCells = 16
postSynthCellCount = 33
syn_area_um2 = 389
ys_cells = 33

[place]
dp_hpwl_um = 705
gp_congestion = 0.815
dp_cells = 89
numPortBuffers = 10

[timing]
tightest_slew_ps = 404
finalSetupViolCount = 0
tns_ps = 0
period_used_share = 0.946
finalHoldViolations = 0
slew-limit-headroom = 0.730
rsz0062_at_grt = "no"
skew_ps = 5.66
fmax_mhz = 622
slew_violations = 0
period_needed_ps = 1610

[cts]
cts_sinks = 9
cts_tree = "yes"
cts_resized = 0
cts_buffer_depth = 2
root_buffer = "clkbuf_4"
hold_buffers = 0
cts_setup_buffers = 0
clk_latency_ps = 260
clk_pin_slew_ps = 60
htree_levels = 1
cts_made_buffers = 3

[detailed_routing]
drtPass1Iterations = 4
diodes = 0
vias = 291
drt_iter0_markers = 7
antenna_left = 0
vias_per_cell = 3.13
routedWlPerCell_um = 9.45
drt-total-wl_um = 879
drc = 0

[power]
p_leak_nw = 0.228
powerDensity_mw_per_mm2 = 665
ir_drop_uv = 156

[worst_setup_path]
worstSetupPathType = "reg2reg"
reg2reg_depth = 4
critPathMaxStageDelay_ps = 510
crit_chain = "ha_1 > or4b_4 > o311ai_1 > o21ai_1"
critPathCaptureType = "flip-flop"
cp.arrival_ps = 1740
critical-path-slowest-cell = "or4b_4"
critPathMaxFanout = 4
critPathLaunchType = "flip-flop"
required_ps = 1830

[grt]
grt_overflow = 0
grt_pass1_wl_um = 1390
grt_max_degree = 10
antenna_found_initial = 0
track_usage = 0.0289
grt_pass1_vias = 307

[final_layout]
area_growth_pct = 47.3
fin_cells = 93
drive_gt1_frac = 0.106

[worst_hold_path]
hold_class = "in2async"

[job]
warnings = 25
max_cap_violations = 0

[run_status]
status = "complete, no violations"
[cell usage after synthesis (all sizes together)]
cell type  n
dfrtp      9
or4b       1
nand4      1
nand2      2
nor3       2
nor2       4
o211ai     2
o311ai     1
nand3      2
nor2b      1
xor2       2
inv        2
ha         1
o21ai      1
xnor2      2
[metal layers]
metal  routed length [um]  track usage  up-vias
met2                  319       0.0377       13
met1                  348       0.0298      137
met4                    0            0        0
li1                     -            -      141
met3                  211       0.0375        0
met5                    0            0        -
[critical path: cells and delay by family (launching register included)]
family,cells,cell delay (ps)
adders and majority gates,1,230
DFF,1,380
AOI/OAI and AO/OA,2,350
and+or+nand+nor,1,510
[sequential cells by signal (all words and copies together) (netlist names)]
| signal | count |
|---|---|
| o_cnt | 8 |
| o_cout | 1 |
[cell type report]
| cell class | count | area (um2) |
|---|---|---|
| clock buffer | 4 | 26.3 |
| tap | 46 | 57.6 |
| sequential | 9 | 225 |
| inverter | 2 | 7.51 |
| multi-input combinational | 22 | 156 |
| timing repair buffer | 10 | 100 |
| fill | 384 | 2840 |
[per-stage QoR]
| step | hold WS [ps] | instance area [um2] | util | setup WS [ps] | total power, mW |
|---|---|---|---|---|---|
| floorplan | 44.4 | 389 | - | 218 | 0.218 |
| global placement | 468 | 547 | 0.160 | 150 | 0.224 |
| detailed placement | 487 | 547 | 0.160 | 114 | 0.225 |
| CTS | 385 | 573 | 0.168 | 79.7 | 0.388 |
| global route | 400 | 573 | 0.168 | 12.5 | 0.399 |
| finish | 375 | 573 | 0.168 | 91.5 | 0.381 |
[where the power goes]
part | total, mW | internal [mW] | switching, mW
registers | 0.214 | 0.214 | 0
clock network | 0.161 | 0.0902 | 0.0706
logic | 0.00599 | 0.00203 | 0.00396
[cell families (layout without fill, tap and decap cells)]
logic type / count (synthesis) / in the layout / share of synthesized area
AND-OR/OR-AND: 4 / 4 / 0.0739
XOR/XNOR: 4 / 4 / 0.0900
adder cells (fa/ha/maj): 1 / 1 / 0.0321
buffers and inverters: 2 / 16 / 0.0193
flip-flops: 9 / 9 / 0.579
AND/OR/NAND/NOR: 13 / 13 / 0.206
[layout by cell type, fill, tap and decap left out]
cell type	count
xnor2_1	2
ha_1	1
or4b_4	1
clkbuf_4	3
nor3_4	1
nor2_1	4
nor3_1	1
xor2_1	2
o21ai_1	1
dfrtp_1	9
clkdlybuf4s50_1	10
clkbuf_1	1
nand2_1	2
inv_1	2
nor2b_1	1
nand4_1	1
nand3_1	2
o211ai_1	2
o311ai_1	1
[path summary, 6_finish.rpt]
path	slack, ps	from	endpoint
hold reg to reg	490	o_cnt[0]$_DFF_PN0_	o_cnt[0]$_DFF_PN0_
setup / recovery	90	o_cnt[1]$_DFF_PN0_	o_cnt[3]$_DFF_PN0_
min in group clk0	490	o_cnt[0]$_DFF_PN0_	o_cnt[0]$_DFF_PN0_
setup reg to reg	90	o_cnt[1]$_DFF_PN0_	o_cnt[3]$_DFF_PN0_
max in group asynchronous	1040	I_rst_n	o_cnt[3]$_DFF_PN0_
hold / removal	370	I_rst_n	o_cnt[5]$_DFF_PN0_
Power and IR drop assume default switching activity.
