## ./run.sh

```bash
#!/bin/bash
# OpenROAD 26Q1-2900-gdf79404cd8, Yosys 0.63+post, stock flow scripts
make -C /OpenROAD-flow-scripts/flow DESIGN_CONFIG=/design/flow/config.mk WORK_HOME=/design/flow/orfs finish
```

## ./config.mk

```make
export PLATFORM = sky130hd
export DESIGN_NAME = eight_bit_full_adder
export DESIGN_NICKNAME = eight_bit_full_adder
export VERILOG_FILES = /design/flow/design.v
export SDC_FILE = /design/flow/constraint.sdc
export NUM_CORES = 4
export LEC_CHECK = 1
export CORE_AREA = 10 10 70 70
export DIE_AREA = 0 0 80 80
```

## ./constraint.sdc

```tcl
current_design eight_bit_full_adder

set clk_period 6.2
set clk_io_pct 0.2

create_clock -name clk0 -period $clk_period

set non_clock_inputs [all_inputs -no_clocks]
set_input_delay [expr $clk_period * $clk_io_pct] -clock clk0 $non_clock_inputs
set_output_delay [expr $clk_period * $clk_io_pct] -clock clk0 [all_outputs]
```

## ./design.v

```verilog
module eight_bit_full_adder (
    input             clk,
    input  wire [0:0] cin,
    input  wire [7:0] A,B,
    output wire [7:0] sum,
    output wire [0:0] cout
);
    genvar i;
    generate
        for(i=0; i<=7;  i=i+1) begin :loop_temp
            wire [0:0] temp_cout;
        end
        for(i=0; i<=7;  i=i+1) begin :loop_adder
            if (i ==0) begin
            full_adder adder(
                .clk(clk),
                .A(A[0]),
                .B(B[0]),
                .Cin(cin),
                .Sum(sum[0]),
                .Cout(loop_temp[0].temp_cout)
            );
            end
            else begin
                full_adder adder(
                .clk(clk),
                .A(A[i]),
                .B(B[i]),
                .Cin(loop_temp[i-1].temp_cout),
                .Sum(sum[i]),
                .Cout(loop_temp[i].temp_cout)
                );
            end
        end
    endgenerate
assign cout = loop_temp[7].temp_cout;
endmodule
module full_adder(
    input              clk,
    input   wire [0:0] A,B,
    input   wire [0:0] Cin,
    output  wire [0:0] Sum,Cout
);
    assign Sum    = A ^ B ^ Cin;
    assign Cout = (Cin & (A ^ B)) | (A & B);
endmodule
```

==> out/qor.yml <==
drt_iter0_markers: 0
crit_fanout: 1
holdWs_ps: 3339
required_ps: 4960
grt_max_degree: 2
firstDrtPassIters: 1
hold_path.class: "in -> out"
yosys-stat-cells: 21
ant_nets: 0
finalClockPeriodUsage_pct: 96.26
die_area_mm2: 0.006400
area_delta_synth_final_pct: 113.1
overflow: 0
ys_area_um2: 239.0
layout-drive-gt1-share_pct: 20.51
lay_top_count: "clkdlybuf4s50_1"
dp_cells: 85
yosysSeqAreaShare_pct: 0
io_pins: 27
routedWlPerCell_um: 8.459
power.leakage_nw: 0.1853
tool_warnings: 33
pre_cts_ws_ps: -490.4
drv_slew: 0
rsz0062_at_grt: "false"
antenna_found_initial: 0
dp_hpwl_um: 708
seq_area_um2: 0
nFlopsAndLatches: 0
vias: 194
fp_util_pct: 6.996
viasPerCell: 2.282
postCtsSetupBuffers: 0
cp-end-kind: "output port"
die_w_um: 80
final.setup.worst_slack_ps: 231.7
nClkBuffers: 0
ctsHoldBuffers: 0
num_rows: 21
top_cell_area_share_pct: 67.02
gr-usage-all-layers_pct: 2.166
detail_route.antenna_diodes: 0
place_congestion: 0.8356
die_h_um: 80
cp-start-kind: "primary input"
wirelength_um: 719
grt_pass1_wl_um: 1124
synth_area_um2: 239.0
internal_power_w: 0.00003185
seqPwrFrac_pct: 0
path_class: "in -> out"
worstHoldEndpoint: "sum[0]"
portBuffers: 26
setup_viol_count_final: 0
syn_avg_cell_area_um2: 11.38
layout.cells.non_filler: 85
period_needed_ps: 5968
final_core_utilization_pct: 14.91
power_switching_w: 0.00001179
ys_types: 3
top_area_cell: "fa_1"
drcViolationCount: 0
core-area_mm2: 0.003416
outcome: "completed"
timing_hold_violations_final: 0
hold_depth: 3
area_leaders: "fa_1, buf_4, inv_1"
ir_drop_v: 0.00003367
fmax_mhz: 167.6
swShare_pct: 27.01
p_comb_share_pct: 100.0
synth_cells: 21
grt_pass1_vias: 257
final_layout_top_logic_cells: "clkdlybuf4s50_1, fa_2, inv_1, dlygate4sd2_1"
ys_warn_count: 0
maxSlewHeadroom_pct: 92.84
power.density_mw_per_mm2: 85.68
drv_cap: 0
hold_start: "A[0]"
tightest_slew_ps: 107.1
pwr-share-clk_pct: 0
critical_path_arrival_ps: 4730
-- how the worst max path moves through the flow --
stage,start,end,cells after the start
4_1_cts,cin[0],sum[7],12
5_1_grt,cin[0],sum[7],12
6_report,cin[0],sum[7],12
-- critical path, cell delays in order --
cell and delay (ps):
dlygate4sd2_1 250, fa_2 390, fa_2 350, fa_2 360, fa_2 350, fa_2 350, fa_2 370, fa_2 360
inv_2 60, fa_1 390, inv_1 50, dlygate4sd2_1 210
-- routing by layer --
metal / vias up / routed length, um / GRT usage [%]
li1: 86 / - / -
met1: 82 / 287 / 2.838
met2: 26 / 138 / 2.006
met3: 0 / 293 / 2.955
met4: 0 / 0 / 0
met5: - / 0 / 0
-- synth_stat cells (all sizes together) --
master and n:
inv 5, fa 8, buf 8
-- cells by family after synthesis --
family / after synthesis / synth area share (%)
fa+ha+maj: 8 / 67.01
buf+inv: 13 / 32.99
-- timing repair --
item	CTS	global route
endpoints found under the setup margin	3	2
resized	12	0
pin swaps	7	3
-- power by group through the flow --
stage / clock, W / sequential [W] / combinational [W]
final: 0 / 0 / 0.0000436
after CTS: 0 / 0 / 0.0000452
after global routing: 0 / 0 / 0.0000503
-- stage by stage --
stage | TNS [ps] | cell area [um^2] | power, W
floorplan | 0 | 239.0 | 0.00002043
global placement | -716.7 | 496.7 | 0.00004385
detailed placement | -727.8 | 496.7 | 0.00004417
CTS | 0 | 509.2 | 0.00004522
global route | 0 | 509.2 | 0.00005032
finish | 0 | 509.2 | 0.00004363
-- final cells by class --
type / count / area (um^2)
tap: 46 / 57.56
timing repair buffer: 26 / 255.2
inverter: 5 / 18.77
fill: 392 / 2907
multi-input combinational: 8 / 177.7
Power is estimated from default activity; no workload was simulated.
